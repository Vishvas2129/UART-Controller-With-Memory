**flow/run.sh**
```bash
#!/bin/bash
# OpenROAD 26Q1-2900-gdf79404cd8, Yosys 0.63+post, stock flow scripts
make -C /OpenROAD-flow-scripts/flow DESIGN_CONFIG=/design/flow/config.mk WORK_HOME=/design/flow/orfs finish
```
**flow/config.mk**
```make
export PLATFORM = sky130hd
export DESIGN_NAME = uart_controller
export DESIGN_NICKNAME = uart_controller
export VERILOG_FILES = /design/flow/design.v
export SDC_FILE = /design/flow/constraint.sdc
export NUM_CORES = 4
export LEC_CHECK = 1
export CORE_UTILIZATION = 40
```
**flow/constraint.sdc**
```tcl
current_design uart_controller

set clk_period 3.2
set clk_io_pct 0.2

create_clock -name clk0 -period $clk_period [get_ports {clk}]

set non_clock_inputs [all_inputs -no_clocks]
set_input_delay [expr $clk_period * $clk_io_pct] -clock clk0 $non_clock_inputs
set_output_delay [expr $clk_period * $clk_io_pct] -clock clk0 [all_outputs]
```
**flow/design.v**
```verilog
module uart_controller (
    input wire clk,
    input wire rst,
    input wire rx,
    output reg tx,
    input wire [7:0] tx_data,
    input wire tx_start,
    output reg tx_done,
    output reg [7:0] rx_data,
    output reg rx_done
);
    parameter CLKS_PER_BIT = 87;  
    parameter MEM_SIZE = 256;     
    reg [7:0] tx_data_reg;
    reg [3:0] tx_state;
    reg [6:0] tx_clk_count;
    reg [2:0] tx_bit_index;
    reg [3:0] rx_state;
    reg [6:0] rx_clk_count;
    reg [2:0] rx_bit_index;
    reg [7:0] rx_data_reg;
    reg [7:0] mem [0:MEM_SIZE-1];   
    reg [7:0] mem_write_addr;        
    reg mem_write_enable;            
    localparam IDLE = 4'b0000;
    localparam START_BIT = 4'b0001;
    localparam DATA_BITS = 4'b0010;
    localparam STOP_BIT = 4'b0011;
    always @(posedge clk or posedge rst) begin
        if (rst) begin
            tx_state <= IDLE;
            tx <= 1'b1;
            tx_done <= 1'b0;
        end else begin
            case (tx_state)
                IDLE: begin
                    tx <= 1'b1;
                    tx_clk_count <= 0;
                    tx_bit_index <= 0;
                    tx_done <= 1'b0;
                    if (tx_start) begin
                        tx_state <= START_BIT;
                        tx_data_reg <= tx_data;
                    end
                end
                START_BIT: begin
                    tx <= 1'b0;
                    if (tx_clk_count < CLKS_PER_BIT - 1) begin
                        tx_clk_count <= tx_clk_count + 1;
                    end else begin
                        tx_clk_count <= 0;
                        tx_state <= DATA_BITS;
                    end
                end
                DATA_BITS: begin
                    tx <= tx_data_reg[tx_bit_index];
                    if (tx_clk_count < CLKS_PER_BIT - 1) begin
                        tx_clk_count <= tx_clk_count + 1;
                    end else begin
                        tx_clk_count <= 0;
                        if (tx_bit_index < 7) begin
                            tx_bit_index <= tx_bit_index + 1;
                        end else begin
                            tx_state <= STOP_BIT;
                        end
                    end
                end
                STOP_BIT: begin
                    tx <= 1'b1;
                    if (tx_clk_count < CLKS_PER_BIT - 1) begin
                        tx_clk_count <= tx_clk_count + 1;
                    end else begin
                        tx_done <= 1'b1;
                        tx_state <= IDLE;
                    end
                end
            endcase
        end
    end
    always @(posedge clk or posedge rst) begin
        if (rst) begin
            rx_state <= IDLE;
            rx_done <= 1'b0;
            rx_data <= 8'h00;
            mem_write_addr <= 8'h00;
            mem_write_enable <= 1'b0;
        end else begin
            case (rx_state)
                IDLE: begin
                    rx_done <= 1'b0;
                    rx_clk_count <= 0;
                    rx_bit_index <= 0;
                    mem_write_enable <= 1'b0;
                    if (rx == 1'b0)  
                        rx_state <= START_BIT;
                end
                START_BIT: begin
                    if (rx_clk_count == (CLKS_PER_BIT - 1) / 2) begin
                        if (rx == 1'b0) begin
                            rx_clk_count <= 0;
                            rx_state <= DATA_BITS;
                        end else
                            rx_state <= IDLE;
                    end else
                        rx_clk_count <= rx_clk_count + 1;
                end
                DATA_BITS: begin
                    if (rx_clk_count < CLKS_PER_BIT - 1) begin
                        rx_clk_count <= rx_clk_count + 1;
                    end else begin
                        rx_clk_count <= 0;
                        rx_data_reg[rx_bit_index] <= rx;
                        if (rx_bit_index < 7)
                            rx_bit_index <= rx_bit_index + 1;
                        else
                            rx_state <= STOP_BIT;
                    end
                end
                STOP_BIT: begin
                    if (rx_clk_count < CLKS_PER_BIT - 1) begin
                        rx_clk_count <= rx_clk_count + 1;
                    end else begin
                        rx_done <= 1'b1;
                        rx_data <= rx_data_reg;
                        mem[mem_write_addr] <= rx_data_reg;
                        mem_write_enable <= 1'b1;
                        if (mem_write_addr < MEM_SIZE - 1) begin
                            mem_write_addr <= mem_write_addr + 1;
                        end else begin
                            mem_write_addr <= 0;  
                        end
                        rx_state <= IDLE;
                    end
                end
            endcase
        end
    end
endmodule
```
==> run_results.csv <==
group,metric,value,unit
detailed_routing,vias,1723,
detailed_routing,drc_errors,0,
logic_synthesis,synth-edff-count,36,
logic_synthesis,netlist_instances,207,
floorplanning,core_util_floorplan,0.4187,
detailed_routing,viasPerCell,5.505,
placed_design,dp_hpwl,3348,µm
sta,finalSetupViolCount,0,
logic_synthesis,synthFlopType,"edfxtp_1",
sta,drv_slew,0,
global_routing,grt_max_degree,20,
logic_synthesis,ys_area,2674,µm²
clock_tree,cts_setup_buffers,0,
sta,finalClockPeriodUsage,0.6477,
clock_tree,cts_tree,"done",
layout,largest_reg_flops,16,
floorplanning,die_x,83.76,µm
sta,finClkSkew,6.554,ps
pwr,ir_drop,0.4368,mV
sta,fmax,0.4825,GHz
sta,tightest_slew,651.7,ps
global_routing,antenna_found_initial,0,
sta,hold_viol_final,0,
clock_tree,ctsHoldBuffers,0,
logic_synthesis,synth-async-reset-ratio,0.3455,
floorplanning,rows,29,
global_routing,grt_pass1_vias,1683,
logic_synthesis,yosys.cell_types.count,53,
floorplanning,placeableCoreArea,6386,µm²
clock_tree,cts_resized,0,
clock_tree,h-tree-depth,2,
placed_design,port_buffers,22,
logic_synthesis,syn_area_per_cell,12.92,µm²
critical_path,worstSetupPathType,"reg2reg",
layout,drive_gt1_frac,0.1398,
floorplanning,ios,23,
sta,fin_hold_ws,513.5,ps
min_path,hp-class,"reg2reg",
detailed_routing,dr.pass1.iters,4,
critical_path,cp.required,3270,ps
clock_tree,cts_root_buf,"clkbuf_8",
critical_path,end_kind,"register",
detailed_routing,routedWlPerCell,15.26,µm
detailed_routing,wirelength,4777,µm
detailed_routing,detail-route-antenna-nets,0,
critical_path,cp-start-kind,"register",
global_routing,overflow,0,
logic_synthesis,ys_seq_share,0.5835,
clock_tree,cts_buffers,5,
pwr,leakage,1.136,nW
run,warning_count,29,
floorplanning,die_area,7016,µm²
sta,rsz0062_at_grt,"false",
layout,areaGrowthSynthToFinish,15.86,%
floorplanning,dieHeight,83.76,µm
critical_path,cp_slowest_cell,"edfxtp_1",
sta,period_minus_slack,2073,ps
logic_synthesis,ys_cells,207,
critical_path,crit_fanout,10,
run_status,status,"complete, no violations",
clock_tree,clockBufferDepth,2,
detailed_routing,diodes,0,
clock_tree,insertion_delay,310,ps
logic_synthesis,yosysWarnings,2,
global_routing,grt_usage,0.1500,
sta,relSlewSlack,0.5639,
global_routing,grt_pass1_wl,8114,µm
clock_tree,numClockSinks,55,
logic_synthesis,syn-cell-area,2674,µm²
detailed_routing,drt_iter0_markers,95,
critical_path,path_cells,"inv_1, ha_1, xor2_2, nor4_1, mux2_2",
layout,fill_cells,558,
logic_synthesis,ys.flops,55,
placed_design,gp_congestion,0.8257,
critical_path,worstPathArrival,2140,ps
sta,fin_tns_setup,0,ps
clock_tree,clk_pin_slew,100,ps
run,drv_cap,0,
critical_path,cpPeakStageDelay,530,ps
pwr,p_per_area,847.9,nW/µm²
final timing paths:
check | end | depth (start not counted) | start | slack (ps)
max in group asynchronous | tx_state[0] | 3 | rst | 2050
max | rx_data_reg[4] | 5 | rx_bit_index[0] | 1130
max reg2reg | rx_data_reg[4] | 5 | rx_bit_index[0] | 1130
min reg2reg | tx | 2 | tx | 510
min in group asynchronous | rx_done | 3 | rst | 880
min | tx | 2 | tx | 510
routing by layer:
layer / track usage / vias to the layer above / wire (µm)
li1: - / 852 / -
met1: 0.2593 / 840 / 2336
met2: 0.2195 / 25 / 2207
met3: 0.03112 / 6 / 174
met4: 0.01387 / 0 / 59
met5: 0 / - / 0
cell type report:
class	instances	area, µm²	share of cell area
sequential	55	1560	0.5036
multi-input combinational	137	1047	0.3380
timing repair buffer	25	242.7	0.07835
tap	77	96.34	0.03110
clock buffer	6	72.57	0.02342
inverter	11	41.29	0.01333
clock inverter	2	37.54	0.01212
layout by cell type (no fill, tap or decap), types with 4 or more instances in the layout:
master / n
or3_1: 5
nand3_1: 10
edfxtp_1: 36
nand2_1: 16
o21ai_0: 10
nand4_1: 5
inv_1: 10
a31oi_1: 5
mux2_4: 7
dfrtp_1: 16
a21oi_1: 6
xnor2_1: 4
clkbuf_8: 5
ha_1: 8
xor2_1: 5
nor2_1: 8
clkdlybuf4s50_1: 22
o2bb2ai_1: 4
critical path, delay by kind of cell, from the launching register on:
family                   cells  cell delay (ps)
buffers and inverters        1              120
XOR/XNOR                     1              230
multiplexers                 1              370
flip-flops                   1              530
AND/OR/NAND/NOR              1              300
adder cells (fa/ha/maj)      1              280
Yosys cell counts, types with 2 or more instances:
cell / count / share of area
a211oi_2: 2 / 0.0094
a21oi_1: 6 / 0.011
a22o_1: 3 / 0.0098
a22oi_1: 2 / 0.0056
a31oi_1: 5 / 0.012
a32oi_1: 2 / 0.0066
and2_1: 3 / 0.0070
clkbuf_2: 2 / 0.0037
dfrtp_1: 16 / 0.15
dfstp_2: 3 / 0.029
edfxtp_1: 36 / 0.40
ha_1: 8 / 0.037
inv_1: 10 / 0.014
mux2_2: 3 / 0.013
mux2_4: 7 / 0.039
mux4_2: 2 / 0.017
nand2_1: 16 / 0.022
nand3_1: 10 / 0.019
nand4_1: 5 / 0.012
nor2_1: 8 / 0.011
nor3_1: 2 / 0.0037
nor4_1: 2 / 0.0047
o21ai_0: 10 / 0.019
o2bb2ai_1: 4 / 0.013
or3_1: 5 / 0.012
xnor2_1: 4 / 0.013
xor2_1: 5 / 0.016
logic make-up after synthesis:
group           share of synthesized area
buf+inv                           0.02480
mux                               0.07253
simple gates                       0.1123
fa+ha+maj                         0.03744
xor+xnor                          0.03556
flops                              0.5835
compound gates                     0.1338
power by group:
part	total (mW)	internal (mW)	switching (mW)
logic	0.866	0.455	0.412
registers	1.30	1.07	0.231
clock network	0.463	0.234	0.229
metrics by stage:
stage	worst slack [ps]	power, mW	instance area (µm²)	std cells	util
floorplan	1148	1.866	2674	207	-
global placement	1100	2.174	2988	305	0.4679
detailed placement	1090	2.182	2988	305	0.4679
CTS	1150	2.647	3098	313	0.4851
global route	1013	2.818	3098	313	0.4851
finish	1127	2.627	3098	313	0.4851
Power and IR drop assume default switching activity.
